$ cat design/flow/run.sh
#!/bin/bash
# OpenROAD 26Q1-2900-gdf79404cd8, Yosys 0.63+post, stock flow scripts
make -C /OpenROAD-flow-scripts/flow DESIGN_CONFIG=/design/flow/config.mk WORK_HOME=/design/flow/orfs finish
$ cat design/flow/config.mk
export PLATFORM = sky130hd
export DESIGN_NAME = DFT1811A
export DESIGN_NICKNAME = DFT1811A
export VERILOG_FILES = /design/flow/design.v
export SDC_FILE = /design/flow/constraint.sdc
export NUM_CORES = 4
export LEC_CHECK = 1
export CORE_AREA = 10 10 113 113
export DIE_AREA = 0 0 123 123
$ cat design/flow/constraint.sdc
current_design DFT1811A

set clk_period 5.9
set clk_io_pct 0.2

create_clock -name clk0 -period $clk_period

set non_clock_inputs [all_inputs -no_clocks]
set_input_delay [expr $clk_period * $clk_io_pct] -clock clk0 $non_clock_inputs
set_output_delay [expr $clk_period * $clk_io_pct] -clock clk0 [all_outputs]
$ cat design/flow/design.v
module DFT1811A
(
    input         clk,
    input [3:0]   S,
    input [15:0]  A,
    input [15:0]  B,
    input         CIL,
    input         M,
    output        X,
    output        Y,
    output        CO,
    output [15:0] Z,
    output        AEB
);
reg [16:0] t  ;
wire [16:0] Ax  ;
wire [16:0] Bx  ;
wire [16:0] CI  ;
wire c0,c1,c2,c3;
    _74181 G0 (.A(A[3:0]),.B(B[3:0]),.S(S),.Ci(CIL),.M(M),.F(t[3:0]),.Co(c0));
    _74181 G1 (.A(A[7:4]),.B(B[7:4]),.S(S),.Ci(c0),.M(M),.F(t[7:4]),.Co(c1));
    _74181 G2 (.A(A[11:8]),.B(B[11:8]),.S(S),.Ci(c1),.M(M),.F(t[11:8]),.Co(c2));
    _74181 G3 (.A(A[15:12]),.B(B[15:12]),.S(S),.Ci(c2),.M(M),.F(t[15:12]),.Co(CO));
    assign Z = t;
assign X=0;  
assign Y=0;  
assign AEB=A==B;
endmodule
module _74181(
	     input [3:0] A, B,
	     input [3:0] S,
	     input Ci,
	     input M,
	     output [3:0] F,
	     output Co
	     );
	wire [3:0] p;
	wire [3:0] g;
	wire [3:0] C;
	wire [3:0] sigma;
	wire CpA,CpB,CpC,CpD,Cp,Cg,Ml;
	assign Ml = ~M;
	assign p[0] = ~((A[0]) | (B[0] & S[0]) | (S[1] & (~B[0])));
	assign p[1] = ~((A[1]) | (B[1] & S[0]) | (S[1] & (~B[1])));
	assign p[2] = ~((A[2]) | (B[2] & S[0]) | (S[1] & (~B[2])));
	assign p[3] = ~((A[3]) | (B[3] & S[0]) | (S[1] & (~B[3])));
	assign g[0] = ~(((~B[0]) & S[2] & A[0]) | (A[0] & B[0] & S[3]));
	assign g[1] = ~(((~B[1]) & S[2] & A[1]) | (A[1] & B[1] & S[3]));
	assign g[2] = ~(((~B[2]) & S[2] & A[2]) | (A[2] & B[2] & S[3]));
	assign g[3] = ~(((~B[3]) & S[2] & A[3]) | (A[3] & B[3] & S[3]));
	assign C[0] = ~(Ml & Ci);
	assign C[1] = ~((Ml & p[0]) | (Ml & g[0] & Ci));
	assign C[2] = ~((Ml & p[1]) | (Ml & p[0] & g[1]) | (Ml & g[0] & g[1] & Ci));
	assign C[3] = ~((Ml & p[2]) | (Ml & p[1] & g[2]) | (Ml & p[0] & g[1] & g[2]) | (Ml & g[0] & g[1] & g[2] & Ci));
	assign sigma[0] = p[0] ^ g[0];
	assign sigma[1] = p[1] ^ g[1];
	assign sigma[2] = p[2] ^ g[2];
	assign sigma[3] = p[3] ^ g[3];
	assign F[0] = sigma[0] ^ C[0];
	assign F[1] = sigma[1] ^ C[1];
	assign F[2] = sigma[2] ^ C[2];
	assign F[3] = sigma[3] ^ C[3];
	assign Cg = ~(Ci & g[0] & g[1] & g[2] & g[3]);
	assign CpA = (p[0] & g[1] & g[2] & g[3]);
	assign CpB = (p[1] & g[2] & g[3]);
	assign CpC = (p[2] & g[3]);
	assign CpD = p[3];
	assign Cp = ~(CpA | CpB | CpC | CpD);
	assign Co = (~Cg) | (~Cp);
endmodule
==> notes.md <==
The synthesis and PnR run went through. The final timing summary puts the cycle share of the worst path at 0.9610. Total power of the final layout landed at approximately 220 uW. Count of input and output buffers landed at 56. In this run the worst path has a maximum fanout of 4. Starting utilization of the core area landed at 0.1344.

Worst supply voltage drop on vdd landed at roughly 0.065 mV. around 59 I/O pins were placed. The path class of the tightest hold or removal check is primary input to primary output.

Floorplan die area landed at roughly 0.015 sq mm. Power density relative to cell area landed at around 100 mW/mm^2. The die is 123 microns wide.

The transition time recorded at the tightest slew-check pin is roughly 610 ps. Gate count of the mapped netlist landed at 191. Subtracting the final worst setup slack from the clock period gives 5670 ps. Global route total overflow landed at 0. Of the synthesized area, sequential elements account for 0. Endpoint required time on the critical path landed at around 4700 ps. Via total after detailed routing landed at roughly 1500. Yosys printed 0 warnings. Remaining antenna violation count after routing landed at 0. Combined flip-flop and latch cell area landed at 0 sq um. Setup repair after global routing left no endpoint under its margin. For this run, the detailed router reports a per-instance via density of between 4 and 5. Max-slew violation count landed at 0. Number of cells after detailed placement landed at about 380. Fraction of layout cells with a size suffix above 1 landed at 0.03719.

Number of hold violations in the final report landed at 0. Dividing the synthesized area by the synthesized cell count gives slightly above 7 sq um. Endpoints with negative setup slack in the final report add up to 0. Post-route worst setup slack landed at 230.3 ps. STA classifies the critical path startpoint as a primary input. Per the timing report, the achievable frequency comes out to about 180 MHz. The chip area line in the Yosys stat output reads about 0.0014 sq mm.

Per the log, the first TritonRoute iteration ended with a DRC count of about 83. In this run, distinct cell masters in the synthesized netlist total ~41. Standby leakage power landed at between 0.7 and 0.8 nW. In the Yosys report the total cell count is between 150 and 200. Maximum number of pins on one net before global-route repair landed at 16. After its last routability iteration, the placer logged a weighted congestion of roughly 0.81. The report counts max-capacitance violations totalling 0. Global-route wire length before repair landed at roughly 8.3 mm.

Final standard cell count with taps included and fillers excluded landed at between 300 and 400. Synthesis-to-finish area growth landed at 51.31%. Setup slack on the worst path after placement came out at 239.7 ps. Remaining max-slew budget at the tightest pin landed at 0.5904. From bottom edge to top edge, the die measures around 120 microns. For the worst min-delay path, the startpoint reported by OpenROAD is A[0]. The via count of the first global-routing pass is between 1500 and 2000. The final layout contains a sequential cell count of 0. Wires add up to 5.182 mm. For reference, the critical path is launched at B[1]. Number of rows in the core area landed at 37. Per the detail_route report, routed wire per instance is about 14 microns. Half-perimeter wire length after placement landed at about 4.4 mm. The flow ran to the end, and the final reports show no timing, DRC or antenna violations. Buffer count from post-CTS setup fixing landed at 0. Summed over all routing layers, the global router reports a total usage of 0.06801. The worst setup path is captured at a primary output. DRC violations left landed at 0. Number of optimization iterations in the first detailed-route pass landed at 4. For the worst setup path, the data arrival time is ~4500 ps. Across all stage logs, warnings added up to 33. Core box area landed at approximately 0.010 sq mm. The initial antenna violation count came to 0. Total negative setup slack landed at 0 ps.

Per the layout report, the design carries 0 clock buffers. Post-synthesis cell area landed at 0.001388 sq mm. Number of antenna diodes landed at 0.

The worst setup path is of the primary input to primary output kind.
[area by class of cell]
class                           instances  area, sq um
Timing Repair Buffer                   60        590.6
Multi-Input combinational cell        167         1282
Tap cell                              136        170.2
Inverter                               15        56.30
Fill cell                            1139         8224
[path summary, 6_finish.rpt]
kind,to,slack (ps),depth (start not counted)
setup / recovery,Z[13],230,11
hold / removal,Z[0],3540,5
[synthesized netlist by cell type, types with 2 or more instances]
cell                        n  share of area
sky130_fd_sc_hd__xnor2_1   28           0.18
sky130_fd_sc_hd__nor2_1    18          0.049
sky130_fd_sc_hd__ha_1      16           0.14
sky130_fd_sc_hd__inv_1     15          0.041
sky130_fd_sc_hd__a211oi_1  12          0.065
sky130_fd_sc_hd__nand2_1   12          0.032
sky130_fd_sc_hd__and2_1    11          0.050
sky130_fd_sc_hd__a32o_1     9          0.065
sky130_fd_sc_hd__a21oi_1    8          0.029
sky130_fd_sc_hd__nor2b_1    7          0.032
sky130_fd_sc_hd__a32oi_1    5          0.032
sky130_fd_sc_hd__clkbuf_1   4          0.011
sky130_fd_sc_hd__nor4_1     4          0.018
sky130_fd_sc_hd__o31a_1     4          0.025
sky130_fd_sc_hd__a211o_1    3          0.019
sky130_fd_sc_hd__buf_4      3          0.016
sky130_fd_sc_hd__o21ai_1    3          0.011
sky130_fd_sc_hd__a211oi_2   2          0.018
sky130_fd_sc_hd__buf_6      2          0.016
sky130_fd_sc_hd__nand3b_1   2          0.011
sky130_fd_sc_hd__o21bai_1   2          0.011
sky130_fd_sc_hd__xor2_1     2          0.013
[cells in the final DEF, fill, tap and decap left out, types with 3 or more instances in the layout]
master and n:
sky130_fd_sc_hd__a211oi_1 12, sky130_fd_sc_hd__a21oi_1 8, sky130_fd_sc_hd__nor2_1 18, sky130_fd_sc_hd__a32oi_1 5, sky130_fd_sc_hd__nor2b_1 7, sky130_fd_sc_hd__a211o_1 3, sky130_fd_sc_hd__nor4_1 4, sky130_fd_sc_hd__clkdlybuf4s50_1 56
sky130_fd_sc_hd__xnor2_1 28, sky130_fd_sc_hd__nand2_1 12, sky130_fd_sc_hd__inv_1 15, sky130_fd_sc_hd__and2_1 11, sky130_fd_sc_hd__a32o_1 9, sky130_fd_sc_hd__o31a_1 4, sky130_fd_sc_hd__ha_1 16, sky130_fd_sc_hd__o21ai_1 3
sky130_fd_sc_hd__buf_4 4
[what timing repair did]
item | CTS | global route
endpoints found under the setup margin | 0 | 1
resized | 0 | 1
hold buffers | 0 | 0
[per-layer routing]
| layer | up-vias | share of wire | GRT usage |
|---|---|---|---|
| li1 | 802 | - | - |
| met1 | 677 | 0.45 | 0.09443 |
| met2 | 59 | 0.46 | 0.1165 |
| met3 | 0 | 0.086 | 0.009713 |
| met4 | 0 | 0 | 0 |
| met5 | - | 0 | 0 |
[cells by family (layout without fill, tap and decap cells)]
logic type | count (synthesis) | after routing | share of synthesized area
adder cells (fa/ha/maj) | 16 | 16 | 0.1443
XOR/XNOR | 31 | 31 | 0.2056
buffers and inverters | 25 | 75 | 0.08655
other | 1 | 2 | 0.002703
multiplexers | 1 | 1 | 0.007214
AND-OR/OR-AND | 59 | 59 | 0.3436
AND/OR/NAND/NOR | 58 | 58 | 0.2101
[critical path, stage by stage]
cell and delay (ps):
sky130_fd_sc_hd__clkdlybuf4s50_1 480, sky130_fd_sc_hd__ha_1 210, sky130_fd_sc_hd__a32o_1 240, sky130_fd_sc_hd__o21bai_2 220
sky130_fd_sc_hd__a21oi_2 110, sky130_fd_sc_hd__o31a_1 380, sky130_fd_sc_hd__o41ai_4 400, sky130_fd_sc_hd__a211oi_1 200
sky130_fd_sc_hd__or3_1 390, sky130_fd_sc_hd__xnor2_1 180, sky130_fd_sc_hd__clkdlybuf4s50_1 500
[stage by stage]
stage / hold slack (ps) / instance area [sq um] / util
6_report: 3538 / 2100 / 0.2034
5_1_grt: 3607 / 2100 / 0.2034
4_1_cts: 3554 / 2088 / 0.2023
3_5_place_dp: 3546 / 2088 / 0.2023
3_3_place_gp: 3541 / 2088 / 0.2023
2_1_floorplan: 2491 / 1391 / -
[where the power goes]
part	leakage (nW)	switching (mW)	internal [mW]
Clock	0	0	0
Combinational	0.768	0.0875	0.128
Sequential	0	0	0
Total	0.768	0.0875	0.128
Power and IR drop assume default switching activity.
