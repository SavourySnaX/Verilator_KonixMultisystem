$ cat config.mk
export PLATFORM = sky130hd
export DESIGN_NAME = DMB2212A
export DESIGN_NICKNAME = DMB2212A
export VERILOG_FILES = /design/flow/design.v
export SDC_FILE = /design/flow/constraint.sdc
export NUM_CORES = 4
export LEC_CHECK = 1
export CORE_UTILIZATION = 50
$ cat constraint.sdc
current_design DMB2212A

set clk_period 21.9
set clk_io_pct 0.2

create_clock -name clk0 -period $clk_period [get_ports {clk}]

set non_clock_inputs [all_inputs -no_clocks]
set_input_delay [expr $clk_period * $clk_io_pct] -clock clk0 $non_clock_inputs
set_output_delay [expr $clk_period * $clk_io_pct] -clock clk0 [all_outputs]
$ cat design.v
module DMB2212A
(
    input           clk,
    input   [15:0]  X,
    input   [15:0]  Y,
    input   [35:0]  R,
    input           TCX,
    input           TCYL,
    output  [36:0]  Z
);
wire [36:0] Xi, Yi, Xni, Yni, Xti, Yti, Ri, TX, TY;
assign Xni = {{21{1'b0}},X};      
assign Yni = {{21{1'b0}},Y};
assign Xti = {{21{X[15]}},X};     
assign Yti = {{21{Y[15]}},Y};
assign TX = {37{TCX}};
assign TY = {37{~TCYL}};
assign Xi = (Xti & TX) | (Xni & (~TX));
assign Yi = (Yti & TY) | (Yni & (~TY));
assign Ri = {1'b0,R};
assign Z = data;
reg [36:0] data;
always @(posedge clk)
begin
    data<=Ri+(Xi*Yi);
end
endmodule
$ cat run.sh
#!/bin/bash
# OpenROAD 26Q1-2900-gdf79404cd8, Yosys 0.63+post, stock flow scripts
make -C /OpenROAD-flow-scripts/flow DESIGN_CONFIG=/design/flow/config.mk WORK_HOME=/design/flow/orfs finish
==> Slide: Implementation Results <==
Physical Implementation Snapshot

Hold path
  – Hold Startpoint: R[0]
  – Hold Path Depth: 2
  – Tightest Hold Check Type: input port to register
  – Hold Crit Endpoint: data[0]

Final timing
  – Fmax: 78.9 MHz
  – Final Cycle Share: 57.9%
  – Final hold violation count: 0
  – Final number of max-transition violations: 0
  – Post-layout min period: 12.67 ns
  – Setup Viol. Count Final: 0
  – RSZ-0062 raised after global routing: no
  – Slew @ Worst Pin: about 0.75 ns
  – Setup TNS: 0 ns
  – Hold Worst Slack: 4.68 ns
  – Slew HR: about half

Yosys
  – Post-synth regs: 37
  – Yosys cell count: 1842
  – Post-Synthesis Cells: 1842
  – Comb area leader: adder cells
  – Yosys stat chip area: 0.0175 mm2
  – Syn Std Cell Area: 0.0175 mm2
  – Number of synthesis warnings: 1
  – Adder Area Share: 63.1%
  – Unique cell types: ~50
  – Yosys aoi share: 3.18%
  – Yosys xor share: 3.55%
  – Synth mux share: 0%
  – Mean instance size in the synthesized netlist: roughly 9.5 um2
  – Area fraction in and, or, nand and nor cells: a little under an eighth
  – Register area share after synthesis: approximately 4.2%

Setup path
  – CP Max Fanout: 21
  – Cell mode on critical path: fa_1
  – CP Capture Type: register
  – Required @ worst endpoint: 22.09 ns
  – CP Class: input port to register
  – Slowest stage delay, CP: 0.74 ns
  – Critical path arrival: 12.86 ns
  – Crit-path slowest cell: fa_1
  – Worst setup SP type: input port

Route
  – DRC Markers: 0
  – Routed WL: 41500 um
  – ANT cells: 0
  – Drt pass-1 iters: 6
  – Routed WL per cell: between 15 and 20 um
  – Vias: about 12000
  – DRT iter0 DRCs: around 330
  – Routed Antenna Nets: 0
  – Via/cell ratio: 4.84

Clock tree
  – Post-CTS resize count: 0
  – Clock transition at path regs: 0.07 ns
  – Worst-case clock buffer depth: 2
  – CTS tree: built
  – Total CTS buffers: 5
  – Clock sink total: 37
  – CTS Hold Buffers Added: 0
  – Post-CTS Repair Setup Buffers: 0
  – H-tree levels: 2
  – Root buf cell: clkbuf_16

Layout
  – Synthesis-to-finish area growth: 10.6%
  – Max reg flops: 37
  – Largest regs: data x37
  – Reg with most FFs: data
  – Most numerous logic cells after layout: inv_1 (621), fa_1 (455), and2_1 (215), ha_1 (155), clkdlybuf4s50_1 (107)
  – Fillers: 3124
  – Most used logic cell in the final layout: inv_1
  – Share of cells above drive strength 1: 2.63%

Flow run
  – Max Cap Viol: 0
  – Tool warnings: 27

Place
  – Port buffer count: about 110
  – Final HPWL DP: 36300 um
  – GPL Wtd Cong: 0.992

Floorplanning
  – Die Wd: approximately 190 um
  – Floorplan Utilization: 50.8%
  – FP Rows: approximately 68
  – Core ar.: 0.0345 mm2
  – Die Ht: between 150 and 200 um
  – DIE AREA: 0.0358 mm2
  – Ports: about 110

Global routing
  – Initial antenna violation count: 1
  – Gr usage total: 28.1%
  – Largest net degree at the start of global routing: 23
  – Vias in the first global route: roughly 13000
  – Global-route wire length before repair: 69600 um
  – GR Overflow Total: 0

Outcome
  – Outcome: finished clean
-- how the worst max path moves through the flow --
| stage | from | end | slack [ns] | cells past startpoint |
|---|---|---|---|---|
| final | X[15] | data[36] | 9.23 | 25 |
| after global routing | X[15] | data[36] | 8.62 | 25 |
| after CTS | X[15] | data[36] | 9.19 | 25 |
-- per-layer routing --
layer	GRT usage, %	vias up	part of all wire [%]
met2	44.0	330	48
li1	-	5385	-
met3	10.7	51	9.1
met5	0	-	0.065
met4	5.40	4	2.7
met1	40.0	5824	40
-- Yosys cell counts, drive strengths merged --
| master | count | share of area [%] |
|---|---|---|
| nor4b | 1 | 0.050 |
| xor2 | 7 | 0.35 |
| o21ba | 1 | 0.057 |
| maj3 | 1 | 0.057 |
| or4b | 1 | 0.057 |
| a31o | 2 | 0.10 |
| nand3 | 7 | 0.20 |
| and3 | 9 | 0.33 |
| or4 | 2 | 0.11 |
| o21bai | 6 | 0.26 |
| nand2 | 79 | 1.7 |
| clkbuf | 48 | 1.0 |
| a41o | 1 | 0.057 |
| a21o | 11 | 0.48 |
| xnor2 | 64 | 3.2 |
| and2b | 1 | 0.050 |
| nand2b | 3 | 0.11 |
| a221o | 2 | 0.11 |
| a41oi | 1 | 0.050 |
| o41ai | 3 | 0.19 |
| fa | 455 | 52 |
| nor2 | 31 | 0.66 |
| a31oi | 2 | 0.071 |
| dfxtp | 37 | 4.2 |
| or2b | 1 | 0.043 |
| o221ai | 2 | 0.10 |
| a211o | 1 | 0.050 |
| nor2b | 4 | 0.14 |
| inv | 621 | 13 |
| o31ai | 1 | 0.043 |
| nor3 | 9 | 0.26 |
| o21a | 3 | 0.13 |
| a21oi | 26 | 0.74 |
| a2111oi | 1 | 0.050 |
| o31a | 2 | 0.11 |
| or2 | 2 | 0.071 |
| nand4 | 4 | 0.14 |
| a211oi | 2 | 0.086 |
| ha | 155 | 11 |
| o21ai | 14 | 0.40 |
| o211a | 1 | 0.057 |
| o211ai | 1 | 0.043 |
| or3 | 1 | 0.036 |
| and2 | 216 | 7.7 |
-- critical path, delay by kind of cell --
family / cells / cell delay [ns]
AND/OR/NAND/NOR: 6 / 1.95
AND-OR/OR-AND: 2 / 0.35
XOR/XNOR: 1 / 0.10
adder cells (fa/ha/maj): 9 / 4.85
buffers and inverters: 7 / 1.20
-- through the flow --
stage | instances | setup slack [ns] | area (um2) | util [%]
after floorplan | 1842 | 10.23 | 17500 | -
after global placement | 2387 | 8.99 | 19200 | 55.7
after detailed placement | 2387 | 8.86 | 19200 | 55.7
after CTS | 2395 | 9.19 | 19400 | 56.2
after global routing | 2395 | 8.62 | 19400 | 56.2
final | 2395 | 9.23 | 19400 | 56.2
-- final cells by class --
cell class	instances	area, um2	area share, %
Multi-Input combinational cell	1136	14300	73.6
Timing Repair Buffer	138	1300	6.72
Clock buffer	7	143	0.735
Tap cell	455	569	2.93
Sequential cell	37	741	3.82
Clock inverter	1	30.0	0.155
Inverter	621	2330	12.0
-- logic make-up (layout without fill, tap and decap cells) --
| kind of cell | after synthesis | count (layout) |
|---|---|---|
| compound gates | 83 | 83 |
| xor+xnor | 71 | 71 |
| fa+ha+maj | 611 | 611 |
| buf+inv | 669 | 767 |
| flops | 37 | 37 |
| simple gates | 371 | 371 |
