--- design.v ---
module MBRA30AA
(
    input WR,
    input CS1,
    input CS2,
    input [15:0] DI,
    input [6:0] A,
    output SO,
    output [15:0] DO,
    output [15:0] DE
);
reg [15:0] mem [127:0]  ;
assign SO = 1'b0;
assign DE = CS1 & CS2 ? 16'b1111111111111111 : 16'b0000000000000000;
assign DO = mem[A];
always @(posedge WR) begin
    mem[A] <= DI;
end
endmodule
--- run.sh ---
#!/bin/bash
# OpenROAD 26Q1-2900-gdf79404cd8, Yosys 0.63+post, stock flow scripts
make -C /OpenROAD-flow-scripts/flow DESIGN_CONFIG=/design/flow/config.mk WORK_HOME=/design/flow/orfs finish
--- config.mk ---
export PLATFORM = sky130hd
export DESIGN_NAME = MBRA30AA
export DESIGN_NICKNAME = MBRA30AA
export VERILOG_FILES = /design/flow/design.v
export SDC_FILE = /design/flow/constraint.sdc
export NUM_CORES = 4
export LEC_CHECK = 1
export CORE_UTILIZATION = 30
--- constraint.sdc ---
current_design MBRA30AA

set clk_period 54.0
set clk_io_pct 0.2

create_clock -name clk0 -period $clk_period [get_ports {WR}]

set non_clock_inputs [all_inputs -no_clocks]
set_input_delay [expr $clk_period * $clk_io_pct] -clock clk0 $non_clock_inputs
set_output_delay [expr $clk_period * $clk_io_pct] -clock clk0 [all_outputs]
==> metrics.log <==
[report] extracting results
INFO  metric gp_congestion = 0.956
INFO  metric synthesis.area_per_instance = 16.9 um2
INFO  metric number_of_antenna_violations_at_the_first_check_in_global_routing = 15
INFO  metric via_count = 46,800
INFO  metric netlist.top_cell.by_instances = sky130_fd_sc_hd__edfxtp_1
INFO  metric syn_to_final_growth = 14.9%
INFO  metric cts.htree.levels = 4
INFO  metric timing.hold.worst.start = DI[13]
INFO  metric enable_flop_cells = 2,048
INFO  metric cpMaxStageDelayCell = sky130_fd_sc_hd__o31ai_1
INFO  metric outcome = finished clean
INFO  metric top_register = mem
INFO  metric netlist.area_leader.share = 77.6%
INFO  metric clock_pin_slew_on_the_worst_setup_and_hold_paths = 60 ps
INFO  metric cellPowerDensity = 36.6 mW/mm2
INFO  metric synth.area.mux_share = 4.50%
INFO  metric fillerInstances = 24,300
INFO  metric crit_path_time_final = 27,820 ps
INFO  metric cts.path.max_buffers = 3
INFO  metric drive_gt1_share = 16.6%
INFO  metric holdPathStages = 1
INFO  metric yosysWarnings = 1
INFO  metric worst-slew-pin-transition = 1290 ps
INFO  metric placeableCoreArea = 0.263 mm2
INFO  metric postRouteAntennaNets = 0
INFO  metric synth.cell_area = 0.0793 mm2
INFO  metric wire_length_of_the_first_global_routing_pass = 353,000 um
INFO  metric hold_path_class = input pin to register
INFO  metric compound_gate_portion_of_the_synthesized_area = 12.6%
INFO  metric power.leakage = 28.1 nW
INFO  metric synth.yosys.num_cells = 4,695
INFO  metric synth-main-ff-cell = sky130_fd_sc_hd__edfxtp_1
INFO  metric yosys.area_share.adder = 0%
INFO  metric grt.met3_usage = 16.2%
INFO  metric finalMaxSlewViolations = 0
INFO  metric clock-sinks = 2,048
INFO  metric grt_overflow_total = 0
INFO  metric chipHeight = 516 um
INFO  metric crit_path_start_kind = input pin
INFO  metric std_cell_rows = 188
INFO  metric final-hold-violation-count = 0
INFO  metric detail_route.iter0.violations = 4,000
INFO  metric largestRegisters = mem: 2048 flops
INFO  metric yosysSeqAreaShare = 77.6%
INFO  metric timing.critical_path.slowest_cell_delay = 930 ps
INFO  metric numPortBuffers = 57
INFO  metric relSlewSlack = 13.1%
INFO  metric drt_first_pass_iters = 5
INFO  metric asyncSetResetFlopFracSynth = 0%
INFO  metric warning_count = 26
INFO  metric report.final.setup_viol = 0
INFO  metric global_route.usage.met1 = 21.5%
INFO  metric arrival = 17,020 ps
INFO  metric grtUsageMet2 = 28.1%
INFO  metric wl_per_cell = 29.0 um
INFO  metric synth.cells.most_frequent = 2,048 x sky130_fd_sc_hd__edfxtp_1, 376 x sky130_fd_sc_hd__a221oi_1, 323 x sky130_fd_sc_hd__nor2_1
INFO  metric grt_busiest_layer = met2
INFO  metric cell_types_with_the_largest_area_share_after_synthesis = sky130_fd_sc_hd__edfxtp_1 78%, sky130_fd_sc_hd__a221oi_1 4.2%, sky130_fd_sc_hd__mux2_2 2.7%
INFO  metric critical_path.cell_chain = buf_8 -> buf_4 -> and2_4 -> buf_4 -> buf_4 -> a221oi_1 -> nor3_1 -> o21ai_0 -> nor4b_1 -> buf_4 -> o31ai_1 -> buf_4 -> clkdlybuf4s50_1
INFO  metric number_of_global_route_vias_before_repair = 48,400
INFO  metric worstPathBufferInverterCount = 7
INFO  metric layout_worst_path_cycle_share = 51.5%
INFO  metric critPathCaptureType = output pin
INFO  metric synthSimpleGateAreaFrac = 2.76%
INFO  metric path_delay_family = buffers and inverters
INFO  metric route.detailed.drc = 0
INFO  metric cts_hold_buffers = 0
INFO  metric peakVddDrop = 0.0357 mV
INFO  metric worst-path-max-fanout = 74
INFO  metric tritoncts = done
INFO  metric hpwl_after_dpl = 145,000 um
INFO  metric synth.comb.largest_family = AND-OR/OR-AND gates
INFO  metric ctsRootBufferMaster = sky130_fd_sc_hd__clkbuf_16
INFO  metric grt_setup_unrepaired = no
INFO  metric synth-area-yosys = 0.0793 mm2
INFO  metric fp_util = 30.2%
INFO  metric resized_after_cts = 0
INFO  metric crit_type = input pin to output pin
INFO  metric wire_length_reported_by_the_detailed_router = 248,000 um
INFO  metric die-width = 516 um
INFO  metric design_power_total = 3.34 mW
INFO  metric min_delay_worst_endpoint = mem[69][13]$_DFFE_PP_
INFO  metric critical_path.most_common_cell = sky130_fd_sc_hd__buf_4
INFO  metric yosys.area_share.xor_xnor = 0%
INFO  metric chipArea = 0.266 mm2
INFO  metric maxCapViolations = 0
INFO  metric ioPinCount = 59
INFO  metric grt_start_max_net_pins = 98
INFO  metric yosys_register_bits = 2,048
INFO  metric max_clock_freq = 0.0359 GHz
INFO  metric fin_tns_setup = 0 ps
INFO  metric cts.repair_timing.setup_buffer_count = 0
INFO  metric largest_register_ffs = 2,048
INFO  metric yosys.area.top_type = sky130_fd_sc_hd__edfxtp_1
INFO  metric synthesis.instances = 4,695
INFO  metric cp_data_required_time = 43,200 ps
INFO  metric global_route.usage.total = 19.8%
INFO  metric vias_per_cell = 5.47
INFO  metric tritoncts.num_buffers = 197
INFO  metric synth_cell_types = 66
-- per-stage QoR --
stage | util, % | hold slack, ps | instances | setup WS, ps | cell area [um2]
floorplan | - | 10900 | 4695 | 30810 | 79300
global placement | 32.3 | 11180 | 8196 | 26570 | 84700
finish | 34.7 | 10320 | 8565 | 26180 | 91100
CTS | 34.7 | 10280 | 8558 | 26530 | 91100
global route | 34.7 | 10320 | 8558 | 26150 | 91100
detailed placement | 32.3 | 11170 | 8196 | 26550 | 84700
-- per-layer routing --
metal,vias to the layer above,wire length [um]
met2,3357,109000
li1,19700,-
met4,31,12300
met3,555,45200
met1,23100,80900
met5,-,586
-- worst max path at each step --
stage,cells after the start,start,end,slack [ps]
CTS,15,A[2],DO[12],26530
global route,13,A[0],DO[4],26150
finish,13,A[0],DO[4],26180
-- cell families (layout without fill, tap and decap cells) --
kind of cell,Yosys count,after routing
compound gates,1411,1411
simple gates,528,528
mux,316,316
buf+inv,391,739
other cells,1,8
flops,2048,2048
-- cell type report --
type	count	area, um2	share of cell area [%]
multi-input combinational	2256	15900	17.4
clock inverter	115	1080	1.18
clock buffer	247	5250	5.76
inverter	6	30.0	0.0330
sequential	2048	61500	67.5
tap	3515	4400	4.83
timing repair buffer	371	2970	3.26
antenna	7	17.5	0.0192
-- placed cells by master, fill, tap and decap left out, types with 29 or more instances in the layout --
| master | instances |
|---|---|
| sky130_fd_sc_hd__o21ai_0 | 169 |
| sky130_fd_sc_hd__nor3_1 | 29 |
| sky130_fd_sc_hd__nor2_1 | 321 |
| sky130_fd_sc_hd__a211oi_1 | 58 |
| sky130_fd_sc_hd__a221oi_1 | 376 |
| sky130_fd_sc_hd__a21oi_1 | 280 |
| sky130_fd_sc_hd__buf_4 | 325 |
| sky130_fd_sc_hd__a22oi_1 | 268 |
| sky130_fd_sc_hd__mux2_2 | 193 |
| sky130_fd_sc_hd__clkbuf_1 | 44 |
| sky130_fd_sc_hd__clkdlybuf4s50_1 | 35 |
| sky130_fd_sc_hd__clkbuf_16 | 203 |
| sky130_fd_sc_hd__o22ai_1 | 74 |
| sky130_fd_sc_hd__o211ai_1 | 32 |
| sky130_fd_sc_hd__clkinv_1 | 48 |
| sky130_fd_sc_hd__clkinv_2 | 33 |
| sky130_fd_sc_hd__nand2_1 | 108 |
| sky130_fd_sc_hd__mux2i_1 | 110 |
| sky130_fd_sc_hd__edfxtp_1 | 2048 |
-- report_power, final --
part           internal (mW)  leakage, nW  switching (mW)  total [mW]
combinational         0.0559         6.60           0.159       0.215
clock                  0.777         3.09           0.582        1.36
sequential              1.76         18.4         0.00226        1.76
total                   2.59         28.1           0.744        3.34
No activity file was given, so power comes from the tool's default toggle rates.
